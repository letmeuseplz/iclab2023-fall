**/design/flow/config.mk**
```make
export PLATFORM = sky130hd
export DESIGN_NAME = Bridge
export DESIGN_NICKNAME = Bridge
export VERILOG_FILES = /design/flow/design.v
export SDC_FILE = /design/flow/constraint.sdc
export NUM_CORES = 4
export LEC_CHECK = 1
export CORE_UTILIZATION = 40
```
**/design/flow/constraint.sdc**
```tcl
current_design Bridge

set clk_period 6.7
set clk_io_pct 0.2

create_clock -name clk0 -period $clk_period [get_ports {clk}]

set non_clock_inputs [all_inputs -no_clocks]
set_input_delay [expr $clk_period * $clk_io_pct] -clock clk0 $non_clock_inputs
set_output_delay [expr $clk_period * $clk_io_pct] -clock clk0 [all_outputs]
```
**/design/flow/design.v**
```verilog
`timescale 1ns/1ps
module Bridge (
    input  logic        clk,
    input  logic        rst_n,
    input  logic        C_in_valid,
    input  logic        C_r_wb,     
    input  logic [7:0]  C_addr,   
    input  logic [63:0] C_data_w,   
    output logic        C_out_valid,
    output logic [63:0] C_data_r,  
    output logic        AR_VALID,
    output logic [16:0] AR_ADDR,
    input  logic        AR_READY,
    input  logic        R_VALID,
    input  logic [63:0] R_DATA,
    input  logic [1:0]  R_RESP,
    output logic        R_READY,
    output logic        AW_VALID,
    output logic [16:0] AW_ADDR,
    input  logic        AW_READY,
    output logic        W_VALID,
    output logic [63:0] W_DATA,
    input  logic        W_READY,
    input  logic        B_VALID,
    input  logic [1:0]  B_RESP,
    output logic        B_READY
);
    typedef enum logic [2:0] {
        ST_IDLE     = 3'd0,
        ST_READ_AR  = 3'd1,  
        ST_READ_R   = 3'd2,  
        ST_WRITE_AW = 3'd3,  
        ST_WRITE_W  = 3'd4,  
        ST_WRITE_B  = 3'd5   
    } state_t;
    state_t state, next_state;
    logic        next_C_out_valid;
    logic [63:0] next_C_data_r;
    logic        next_AR_VALID;
    logic [16:0] next_AR_ADDR;
    logic        next_R_READY;
    logic        next_AW_VALID;
    logic [16:0] next_AW_ADDR;
    logic        next_W_VALID;
    logic [63:0] next_W_DATA;
    logic        next_B_READY;
    always_comb begin
        next_state       = state;
        next_C_out_valid = 1'b0;
        next_AR_VALID    = 1'b0;
        next_R_READY     = 1'b0;
        next_AW_VALID    = 1'b0;
        next_W_VALID     = 1'b0;
        next_B_READY     = 1'b0;
        next_C_data_r    = C_data_r;
        next_AR_ADDR     = AR_ADDR;
        next_AW_ADDR     = AW_ADDR;
        next_W_DATA      = W_DATA;
        case (state)
            ST_IDLE: begin
                if (C_in_valid) begin
                    if (C_r_wb == 1'b1) begin 
                        next_state   = ST_READ_AR;
                        next_AR_ADDR = 17'h10000 + {6'b0, C_addr, 3'b000}; 
                    end else begin            
                        next_state   = ST_WRITE_AW;
                        next_AW_ADDR = 17'h10000 + {6'b0, C_addr, 3'b000};
                        next_W_DATA  = C_data_w;
                    end
                end
            end
            ST_READ_AR: begin
                next_AR_VALID = 1'b1;
                if (AR_READY) begin
                    next_state = ST_READ_R;
                end
            end
            ST_READ_R: begin
                next_R_READY = 1'b1;
                if (R_VALID) begin
                    next_C_data_r    = R_DATA;
                    next_C_out_valid = 1'b1;  
                    next_state       = ST_IDLE;  
                end
            end
            ST_WRITE_AW: begin
                next_AW_VALID = 1'b1;
                if (AW_READY) begin
                    next_state = ST_WRITE_W;
                end
            end
            ST_WRITE_W: begin
                next_W_VALID = 1'b1;
                if (W_READY) begin
                    next_state = ST_WRITE_B;
                end
            end
            ST_WRITE_B: begin
                next_B_READY = 1'b1;
                if (B_VALID) begin
                    next_C_out_valid = 1'b1;  
                    next_state       = ST_IDLE;
                end
            end
            default: next_state = ST_IDLE;
        endcase
    end
    always_ff @(posedge clk or negedge rst_n) begin
        if (!rst_n) begin
            state       <= ST_IDLE;
            C_out_valid <= 1'b0;
            C_data_r    <= 64'd0;
            AR_VALID    <= 1'b0;
            AR_ADDR     <= 17'd0;
            R_READY     <= 1'b0;
            AW_VALID    <= 1'b0;
            AW_ADDR     <= 17'd0;
            W_VALID     <= 1'b0;
            W_DATA      <= 64'd0;
            B_READY     <= 1'b0;
        end else begin
            state       <= next_state;
            C_out_valid <= next_C_out_valid;
            C_data_r    <= next_C_data_r;
            AR_VALID    <= next_AR_VALID;
            AR_ADDR     <= next_AR_ADDR;
            R_READY     <= next_R_READY;
            AW_VALID    <= next_AW_VALID;
            AW_ADDR     <= next_AW_ADDR;
            W_VALID     <= next_W_VALID;
            W_DATA      <= next_W_DATA;
            B_READY     <= next_B_READY;
        end
    end
endmodule
```
**/design/flow/run.sh**
```bash
#!/bin/bash
# OpenROAD 26Q1-2900-gdf79404cd8, Yosys 0.63+post, stock flow scripts
make -C /OpenROAD-flow-scripts/flow DESIGN_CONFIG=/design/flow/config.mk WORK_HOME=/design/flow/orfs finish
```
==> results.py <==
# Auto-generated metrics
metrics = {
    "outcome": {
        "status": "finished clean",
    },
    "yosys": {
        "ys_seq_share_pct": 64.2,
        "synthCells": 356,
        "mux_share_pct": 29.9,
        "syn_area_per_cell_um2": 17.3,
        "fa_ha_area_share_pct": 0,
        "synth.cellmix.compoundShare_pct": 0.406,
        "top_logic_kind": "multiplexers",
        "yosys.stat.chipArea_um2": 6160,
        "yosys_register_bits": 158,
        "ys_cells": 356,
        "simple_gate_area_share_pct": 0.955,
        "xor_share_pct": 0,
        "synth_warnings": 1,
        "syn_area_um2": 6160,
        "synth_cell_types": 14,
    },
    "final_timing": {
        "tns_ns": 0,
        "min_period_ns": 3.18,
        "hold_violations": 0,
        "worst_pin_slew_ns": 0.741,
        "timing.fmax_mhz": 314,
        "fin_crit_sh_pct": 47.5,
        "slew_viol_final": 0,
        "grt_setup_unrepaired": "false",
        "setup_viol": 0,
        "fin_skew_ns": 0.00318,
        "max_slew_margin_pct": 50.6,
        "timing.final.ws_setup_ns": 3.52,
    },
    "clocking": {
        "cts.sinks": 158,
        "cts_inserted_buffers": 17,
        "cts_htree_levels": 4,
        "cts_tree": "done",
        "cts.clk_slew.worst_paths_ns": 0.06,
        "clk_latency_ns": 0.41,
        "cts_setup_buffers": 0,
        "cts_resized": 0,
        "cts_root_buffer": "clkbuf_16",
        "cts_buffer_depth": 2,
        "cts_hold_buf": 0,
    },
    "final_layout": {
        "area_growth_pct": 57.9,
        "layout_top_cell": "clkdlybuf4s50_1",
        "drive_gt1_share_pct": 26.9,
        "final_cell_mix": "clkdlybuf4s50_1, dfrtp_1, mux2_2",
        "fillCellCount": 1062,
    },
    "critical_path": {
        "r2r_start": "state[0]",
        "startpoint_type": "input pin",
        "cp-end-kind": "flip-flop",
        "required_ns": 6.99,
        "endpoint": "W_DATA[23]",
        "timing.rr.end": "W_DATA[23]",
        "arrival_ns": 3.47,
        "worstRegToRegCells": 4,
        "ff2ff_setup_slack_ns": 4.58,
        "critical_path_class": "input pin to flip-flop",
        "startpoint": "C_r_wb",
        "critical_path.max_fanout": 44,
    },
    "detailed_routing": {
        "num_antenna_cells": 0,
        "wl_per_cell_um": 17.4,
        "drtIter0Drc": 162,
        "drc": 0,
        "via_per_inst": 4.59,
        "antenna_left": 0,
        "dr_total_vias": 3919,
        "routed_wirelength_um": 14800,
        "drt-pass1-iter-count": 4,
    },
    "place": {
        "gp_congestion": 0.795,
        "numPortBuffers": 296,
        "dp.final_hpwl_um": 10800,
        "dp_slack_ns": 3.06,
    },
    "power_and_ir_drop": {
        "power_mw": 3.89,
        "ir_drop_mv": 0.244,
        "power.internal_mw": 3.07,
        "p_clk_share_pct": 22.6,
        "swShare_pct": 21.2,
        "leakagePower_nw": 4.34,
        "power_frac_comb_pct": 36.3,
        "power_frac_seq_pct": 41.1,
        "p_sw_uw": 825,
        "power_density_nw_per_um2": 400,
    },
    "global_route": {
        "grt_pass1_wl_um": 23100,
        "antenna_found_initial": 0,
        "grt_usage_pct": 20.0,
        "grt_pass1_vias": 4102,
        "grt_max_degree": 58,
        "grt_overflow_total": 0,
    },
    "die": {
        "die_area_um2": 15900,
        "die-width_um": 126,
        "io_pins": 317,
        "rows": 44,
        "die_y_um": 126,
        "fp_util_pct": 41.8,
        "design.core.area_um2": 14800,
    },
    "min_path": {
        "hp-class": "flip-flop to flip-flop",
    },
    "job": {
        "warning_count": 30,
        "cap_violations": 0,
    },
}
## cells in the mapped netlist
library cell / number / share of area (%)
dfstp_2: 1 / 0.43
nand2_1: 6 / 0.37
buf_2: 4 / 0.32
nand3b_1: 1 / 0.12
dfrtp_1: 157 / 64
nand3_1: 2 / 0.16
o21ai_0: 5 / 0.41
mux2_4: 58 / 14
mux2_2: 86 / 16
buf_6: 10 / 1.8
nand2b_1: 3 / 0.30
inv_1: 5 / 0.30
buf_4: 17 / 2.1
conb_1: 1 / 0.061
## how the worst min path moves through the flow
stage,end,from,cells after the start
4_1_cts,W_VALID,state[1],0
5_1_grt,W_VALID,state[1],0
6_report,W_VALID,state[1],0
## sequential cells by signal, indices dropped and copies added, names as in the netlist, 6 cells and up
name,count
state,6
W_DATA,64
AR_ADDR,9
C_data_r,64
AW_ADDR,9
## critical path, cell delays in order
cell             delay (ns)
clkdlybuf4s50_1        0.47
nand3b_1               0.10
buf_4                  0.57
buf_4                  0.62
mux2_4                 0.35
## per-layer routing
metal | wire, µm | global-route usage, % | up-vias
li1 | - | - | 1800
met1 | 5720 | 27.3 | 1937
met2 | 7590 | 32.7 | 169
met3 | 1240 | 6.54 | 13
met4 | 295 | 3.61 | 0
met5 | 0 | 0 | -
## power by group through the flow
| stage | combinational (mW) | clock, mW | sequential (mW) |
|---|---|---|---|
| final | 1.41 | 0.881 | 1.60 |
| after global routing | 1.52 | 0.942 | 1.66 |
| after CTS | 1.44 | 0.906 | 1.60 |
## area by class of cell
cell class | count | area (µm²) | share of cell area [%]
tap | 184 | 230 | 2.37
inverter | 5 | 18.8 | 0.193
clock buffer | 21 | 470 | 4.84
clock inverter | 8 | 67.6 | 0.694
timing repair buffer | 301 | 3000 | 30.9
multi-input combinational | 177 | 1990 | 20.4
sequential | 158 | 3960 | 40.7
## metrics by stage
step / hold WS [ns] / instances / util, % / cell area (µm²)
floorplan: 0.374 / 371 / - / 6220
global placement: 0.384 / 825 / 62.3 / 9190
detailed placement: 0.387 / 825 / 62.3 / 9190
CTS: 0.402 / 854 / 65.9 / 9730
global route: 0.415 / 854 / 65.9 / 9730
finish: 0.403 / 854 / 65.9 / 9730
## kinds of logic after synthesis
kind of cell           count (synthesis)
DFF                                  158
muxes                                144
buffers and inverters                 36
and+or+nand+nor                       12
AOI/OAI and AO/OA                      5
other                                  1
Power is estimated from default activity; no workload was simulated.
