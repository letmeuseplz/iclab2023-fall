--- flow/run.sh ---
#!/bin/bash
# OpenROAD 26Q1-2900-gdf79404cd8, Yosys 0.63+post, stock flow scripts
make -C /OpenROAD-flow-scripts/flow DESIGN_CONFIG=/design/flow/config.mk WORK_HOME=/design/flow/orfs finish
--- flow/config.mk ---
export PLATFORM = sky130hd
export DESIGN_NAME = HT_TOP
export DESIGN_NICKNAME = HT_TOP
export VERILOG_FILES = /design/flow/design.v
export SDC_FILE = /design/flow/constraint.sdc
export NUM_CORES = 4
export LEC_CHECK = 1
export CORE_AREA = 10 10 91 91
export DIE_AREA = 0 0 101 101
--- flow/constraint.sdc ---
current_design HT_TOP

set clk_period 1.7
set clk_io_pct 0.2

create_clock -name clk0 -period $clk_period [get_ports {clk}]

set non_clock_inputs [all_inputs -no_clocks]
set_input_delay [expr $clk_period * $clk_io_pct] -clock clk0 $non_clock_inputs
set_output_delay [expr $clk_period * $clk_io_pct] -clock clk0 [all_outputs]
--- flow/design.v ---
module COMP2 #(
    parameter W_W = 7
)(
    input  [3:0]     A_char,
    input  [W_W-1:0] A_w,
    input  [3:0]     B_char,
    input  [W_W-1:0] B_w,
    output [3:0]     O0_char,
    output [W_W-1:0] O0_w,
    output [3:0]     O1_char,
    output [W_W-1:0] O1_w
);
    wire do_swap;
    assign do_swap = (A_w < B_w) ||
                     (A_w == B_w && A_char > B_char);
    assign O0_char = do_swap ? B_char : A_char;
    assign O0_w    = do_swap ? B_w    : A_w;
    assign O1_char = do_swap ? A_char : B_char;
    assign O1_w    = do_swap ? A_w    : B_w;
endmodule
module SORT_IP #(
    parameter IP_WIDTH = 8,
    parameter WEIGHT_W = 7
)(
    input  [IP_WIDTH*4-1:0]        IN_character,
    input  [IP_WIDTH*WEIGHT_W-1:0] IN_weight,
    output [IP_WIDTH*4-1:0]        OUT_character
);
    localparam PASSES = IP_WIDTH;
    localparam STAGES = PASSES + 1;
    wire [STAGES*IP_WIDTH*4-1:0]        S_CHAR;
    wire [STAGES*IP_WIDTH*WEIGHT_W-1:0] S_W;
    genvar s, i;
    generate
        for (i = 0; i < IP_WIDTH; i = i + 1) begin : UNPACK
            assign S_CHAR[(i*4) +: 4] =
                   IN_character[((IP_WIDTH-1-i)*4) +: 4];
            assign S_W[(i*WEIGHT_W) +: WEIGHT_W] =
                   IN_weight[((IP_WIDTH-1-i)*WEIGHT_W) +: WEIGHT_W];
        end
    endgenerate
    generate
        for (s = 0; s < STAGES-1; s = s + 1) begin : STAGE_LOOP
            if ((s & 1) == 0) begin : EVEN_STAGE
                for (i = 0; i < IP_WIDTH; i = i + 2) begin : EVEN_PAIR
                    if (i+1 < IP_WIDTH) begin
                        COMP2 #(.W_W(WEIGHT_W)) u_cmp (
                            .A_char(S_CHAR[((s*IP_WIDTH+i)*4) +: 4]),
                            .A_w   (S_W   [((s*IP_WIDTH+i)*WEIGHT_W) +: WEIGHT_W]),
                            .B_char(S_CHAR[((s*IP_WIDTH+i+1)*4) +: 4]),
                            .B_w   (S_W   [((s*IP_WIDTH+i+1)*WEIGHT_W) +: WEIGHT_W]),
                            .O0_char(S_CHAR[(((s+1)*IP_WIDTH+i)*4) +: 4]),
                            .O0_w   (S_W   [(((s+1)*IP_WIDTH+i)*WEIGHT_W) +: WEIGHT_W]),
                            .O1_char(S_CHAR[(((s+1)*IP_WIDTH+i+1)*4) +: 4]),
                            .O1_w   (S_W   [(((s+1)*IP_WIDTH+i+1)*WEIGHT_W) +: WEIGHT_W])
                        );
                    end
                    else begin
                        assign S_CHAR[(((s+1)*IP_WIDTH+i)*4) +: 4] =
                               S_CHAR[((s*IP_WIDTH+i)*4) +: 4];
                        assign S_W[(((s+1)*IP_WIDTH+i)*WEIGHT_W) +: WEIGHT_W] =
                               S_W[((s*IP_WIDTH+i)*WEIGHT_W) +: WEIGHT_W];
                    end
                end
            end
            else begin : ODD_STAGE
                assign S_CHAR[(((s+1)*IP_WIDTH)*4) +: 4] =
                       S_CHAR[((s*IP_WIDTH)*4) +: 4];
                assign S_W[(((s+1)*IP_WIDTH)*WEIGHT_W) +: WEIGHT_W] =
                       S_W[((s*IP_WIDTH)*WEIGHT_W) +: WEIGHT_W];
                for (i = 1; i < IP_WIDTH; i = i + 2) begin : ODD_PAIR
                    if (i+1 < IP_WIDTH) begin
                        COMP2 #(.W_W(WEIGHT_W)) u_cmp_o (
                            .A_char(S_CHAR[((s*IP_WIDTH+i)*4) +: 4]),
                            .A_w   (S_W   [((s*IP_WIDTH+i)*WEIGHT_W) +: WEIGHT_W]),
                            .B_char(S_CHAR[((s*IP_WIDTH+i+1)*4) +: 4]),
                            .B_w   (S_W   [((s*IP_WIDTH+i+1)*WEIGHT_W) +: WEIGHT_W]),
                            .O0_char(S_CHAR[(((s+1)*IP_WIDTH+i)*4) +: 4]),
                            .O0_w   (S_W   [(((s+1)*IP_WIDTH+i)*WEIGHT_W) +: WEIGHT_W]),
                            .O1_char(S_CHAR[(((s+1)*IP_WIDTH+i+1)*4) +: 4]),
                            .O1_w   (S_W   [(((s+1)*IP_WIDTH+i+1)*WEIGHT_W) +: WEIGHT_W])
                        );
                    end
                    else begin
                        assign S_CHAR[(((s+1)*IP_WIDTH+i)*4) +: 4] =
                               S_CHAR[((s*IP_WIDTH+i)*4) +: 4];
                        assign S_W[(((s+1)*IP_WIDTH+i)*WEIGHT_W) +: WEIGHT_W] =
                               S_W[((s*IP_WIDTH+i)*WEIGHT_W) +: WEIGHT_W];
                    end
                end
            end
        end
    endgenerate
    generate
        for (i = 0; i < IP_WIDTH; i = i + 1) begin : PACK
            assign OUT_character[((IP_WIDTH-1-i)*4) +: 4] =
                   S_CHAR[(((STAGES-1)*IP_WIDTH+i)*4) +: 4];
        end
    endgenerate
endmodule
`timescale 1ns/1ps
module HT_TOP #(
    parameter IP_WIDTH = 8,
    parameter W_W      = 7,
    parameter ID_W     = 4,
    parameter MAX_NODE = 15
)(
    input  wire            clk,
    input  wire            rst_n,
    input  wire            in_valid,
    input  wire [2:0]  in_weight,
    input  wire            out_mode,
    output reg             out_valid,
    output reg           out_code
);
localparam S_IDLE     = 4'd0,
           S_IN       = 4'd1,
           S_SORT     = 4'd2,
           S_PICK     = 4'd3,
           S_UPDATE   = 4'd4,
           S_DFS_INIT = 4'd5,
           S_DFS_RUN  = 4'd6,
           S_PREP_OUT = 4'd7,
           S_OUT      = 4'd8;
reg [3:0] state, next_state;
reg [W_W:0]  node_w     [0:MAX_NODE-1];
reg            node_valid [0:MAX_NODE-1];
reg [ID_W-1:0] node_l     [0:MAX_NODE-1];
reg [ID_W-1:0] node_r     [0:MAX_NODE-1];
reg [ID_W-1:0] next_node;
reg [ID_W-1:0] active_cnt;
wire dfs_done;
assign dfs_done = (state == S_DFS_RUN) &&
                  dfs_pop &&
                  dfs_leaf &&
                  (sp == 1);
reg  [MAX_NODE*ID_W-1:0] si_char;
reg  [MAX_NODE*W_W-1:0]  si_weight;
wire [MAX_NODE*ID_W-1:0] so_char;
SORT_IP #(
    .IP_WIDTH (MAX_NODE),
    .WEIGHT_W (W_W)
) u_sort (
    .IN_character (si_char),
    .IN_weight    (si_weight),
    .OUT_character(so_char)
);
integer i;
always @(*) begin
    for (i = 0; i < MAX_NODE; i = i + 1) begin
        si_char[(MAX_NODE-1-i)*ID_W +: ID_W] = i[ID_W-1:0];
        if (i < next_node && node_valid[i])
            si_weight[(MAX_NODE-1-i)*W_W +: W_W] = node_w[i];
        else
            si_weight[(MAX_NODE-1-i)*W_W +: W_W] = {W_W{1'b1}};
    end
end
always @(*) begin
    next_state = state;
    case (state)
        S_IDLE     : if (in_valid)       next_state = S_IN;
        S_IN       : if (!in_valid)      next_state = S_SORT;
        S_SORT     :                     next_state = S_PICK;
        S_PICK     :                     next_state = S_UPDATE;
        S_UPDATE   : if (active_cnt > 1) next_state = S_SORT;
                     else                next_state = S_DFS_INIT;
        S_DFS_INIT :                     next_state = S_DFS_RUN;
        S_DFS_RUN  : if (dfs_done)         next_state = S_PREP_OUT;
        S_PREP_OUT :                     next_state = S_OUT;
        S_OUT      : if (out_done)        next_state = S_IDLE;
    endcase
end
always @(posedge clk or negedge rst_n)
    if (!rst_n) state <= S_IDLE;
    else        state <= next_state;
reg [3:0] in_cnt;
always @(posedge clk or negedge rst_n) begin
    if (!rst_n) begin
        in_cnt <= 0;
        next_node <= 0;
        active_cnt <= 0;
        for (i = 0; i < MAX_NODE; i = i + 1) begin
            node_valid[i] <= 0;
            node_w[i] <= 0;
            node_l[i] <= {ID_W{1'b0}};
            node_r[i] <= {ID_W{1'b0}};
        end
    end
    else if (in_valid) begin
        node_w[in_cnt] <= in_weight;
        node_valid[in_cnt] <= 1'b1;
        in_cnt <= in_cnt + 1'b1;
    end
    else if (state == S_IDLE) begin
        for (i = 0; i < MAX_NODE; i = i + 1) begin
            node_valid[i] <= 0;
            node_w[i] <= 0;
            node_l[i] <= {ID_W{1'b0}};
            node_r[i] <= {ID_W{1'b0}};
        end
        in_cnt <= 0;
        next_node <= IP_WIDTH;
        active_cnt <= IP_WIDTH;
    end
end
reg [ID_W-1:0] p0, p1;
always @(posedge clk)
    if (state == S_PICK) begin
        p0 <= so_char[ID_W-1:0];
        p1 <= so_char[2*ID_W-1:ID_W];
    end
wire p0_is_left =
    (node_w[p0] > node_w[p1]) ||
    ((node_w[p0] == node_w[p1]) && (p0 < p1));
always @(posedge clk)
    if (state == S_UPDATE) begin
        node_valid[p0] <= 1'b0;
        node_valid[p1] <= 1'b0;
        node_valid[next_node] <= 1'b1;
        node_w[next_node] <= node_w[p0] + node_w[p1];
        if (p0_is_left) begin
            node_l[next_node] <= p0;
            node_r[next_node] <= p1;
        end else begin
            node_l[next_node] <= p1;
            node_r[next_node] <= p0;
        end
        if(next_node < MAX_NODE) begin
            next_node <= next_node + 1'b1;
        end
        active_cnt <= active_cnt - 1'b1;
    end
reg [ID_W-1:0] stack_node  [0:MAX_NODE-1];
reg [7:0]      stack_code  [0:MAX_NODE-1];
reg [3:0]      stack_depth [0:MAX_NODE-1];
reg [3:0]      sp;
reg [7:0] code_table [0:IP_WIDTH-1];
reg [3:0] code_len   [0:IP_WIDTH-1];
reg [3:0]      sp_next;
reg            dfs_pop;
reg            dfs_push;
reg            dfs_leaf;
reg [ID_W-1:0] cur_node;
reg [7:0]      cur_code;
reg [3:0]      cur_depth;
always @(*) begin
    dfs_pop  = 1'b0;
    dfs_push = 1'b0;
    dfs_leaf = 1'b0;
    sp_next  = sp;
    cur_node  = {ID_W{1'b0}};
    cur_code  = 8'd0;
    cur_depth = 4'd0;
    if (state == S_DFS_RUN && sp != 0) begin
        dfs_pop  = 1'b1;
        cur_node  = stack_node[sp-1];
        cur_code  = stack_code[sp-1];
        cur_depth = stack_depth[sp-1];
        if (cur_node < IP_WIDTH) begin
            dfs_leaf = 1'b1;
            sp_next  = sp - 1;           
        end
        else begin
            dfs_push = 1'b1;
            sp_next  = sp - 1 + 2;       
        end
    end
end
always @(posedge clk or negedge rst_n) begin
    if (!rst_n) begin
        sp <= 0;
    end
    else if (state == S_DFS_INIT) begin
        sp <= 1;
        stack_node[0]  <= next_node - 1;
        stack_code[0]  <= 8'd0;
        stack_depth[0] <= 4'd0;
    end
    else if (state == S_IDLE) begin
        sp <= 0;
    end 
    else if (state == S_DFS_RUN && dfs_pop) begin
        sp <= sp_next;
        if (dfs_leaf) begin
            code_table[cur_node] <= cur_code;
            code_len  [cur_node] <= cur_depth;
        end
        else if (dfs_push) begin
            stack_node[sp-1]  <= node_r[cur_node];
            stack_code[sp-1]  <= (cur_code << 1) | 1'b1;
            stack_depth[sp-1] <= cur_depth + 1;
            stack_node[sp]    <= node_l[cur_node];
            stack_code[sp]    <= (cur_code << 1);
            stack_depth[sp]   <= cur_depth + 1;
        end
    end
end
reg out_done;
reg out_active;   
reg start_valid;
localparam IDX_A=0, IDX_B=1, IDX_C=2, IDX_E=3,
           IDX_I=4, IDX_L=5, IDX_O=6, IDX_V=7;
reg [2:0] out_char_idx;    
reg [3:0] out_bit_idx;
reg [3:0] cur_len;
reg [7:0] cur_code1;
wire [2:0] char_sel [0:4];
assign char_sel[0] = IDX_I;
assign char_sel[1] = out_mode ? IDX_C : IDX_L;
assign char_sel[2] = out_mode ? IDX_L : IDX_O;
assign char_sel[3] = out_mode ? IDX_A : IDX_V;
assign char_sel[4] = out_mode ? IDX_B : IDX_E;
wire last_bit  = (out_bit_idx  == cur_len - 1);
wire last_char = (out_char_idx == 3'd4);
always @(posedge clk or negedge rst_n) begin
    if (!rst_n) begin
        out_valid    <= 1'b0;
        out_active   <= 1'b0;
        out_code     <= 1'b0;
        out_done     <= 1'b0;
        out_char_idx <= 3'd0;
        out_bit_idx  <= 4'd0;
        cur_len      <= 4'd0;
        cur_code1    <= 8'd0;
        start_valid    <= 1'b0;
    end
    else if (state == S_PREP_OUT) begin
        out_char_idx <= 3'd0;
        out_bit_idx  <= 4'd0;
        cur_code1    <= code_table[char_sel[0]];
        cur_len      <= code_len  [char_sel[0]];
        out_active   <= 1'b1;   
        start_valid    <= 1'b1;
        out_done     <= 1'b0;
    end
    else if (state == S_OUT && out_active) begin
        out_code <= cur_code1[cur_len - 1 - out_bit_idx];
        if (start_valid)begin
            out_valid <= 1;
            end
        if (last_bit) begin
            out_bit_idx <= 4'd0;
            if (!last_char) begin
                out_char_idx <= out_char_idx + 1'b1;
                cur_code1    <= code_table[char_sel[out_char_idx + 1'b1]];
                cur_len      <= code_len  [char_sel[out_char_idx + 1'b1]];
            end
            else begin
                out_active <= 1'b0;  
                out_done   <= 1'b1;
            end
        end
        else begin
            out_bit_idx <= out_bit_idx + 1'b1;
        end
    end
    else begin
        out_valid <= out_active;  
        out_done  <= 1'b0;
        out_code <= 1'b0;
        start_valid    <= 1'b0;
            end
end      
endmodule    
==> run_results.csv <==
group,metric,value,unit
cells_and_area,drive_gt1_share,12.8,%
final_timing,setup_viol,0,
final_timing,fmax,0.635,GHz
place,place.gp.congestion,0.799,
die,fp_util,17.4,%
clock_tree,post-cts-setup-buffer-count,0,
die,die_x,101,um
routing,drt-pass1-iter-count,4,
critical_path,path_delay_family,"simple AND/OR/NAND/NOR gates",
clock_tree,cts_tree,"built",
critical_path,crit_path_end_kind,"flop",
critical_path,cpPeakStageDelay,0.48,ns
routing,wl_per_cell,10.5,um
final_timing,fin_ws,0.124,ns
clock_tree,clkTransAtPathRegs,0.08,ns
global_route,antenna_found_initial,0,
clock_tree,post_cts_resize_count,0,
pwr,leakage,0.561,nW
die,pin_count,9,
pwr,p_per_area,652,nW/um^2
die,die_y,101,um
synthesis,async_flop_share,100,%
routing,ant_nets,0,
final_timing,finalSetupTns,0,ns
job,max_cap_violations,0,
critical_path,reg2reg_to,"sp[0]$_DFFE_PN0P_",
final_timing,finalHoldViolCount,0,
run_status,status,"complete, no violations",
clock_tree,clk_latency,0.26,ns
critical_path,critical_path_arrival,1.77,ns
clock_tree,root_buffer,"clkbuf_8",
global_route,grt_pass1_wl,3.66,mm
synthesis,yosys.cell_types.count,37,
final_timing,maxSlewHeadroom,70.7,%
final_timing,tightest_slew,0.439,ns
synthesis,ys_chip_area,1110,um^2
final_timing,period_used_share,92.7,%
critical_path,start_kind,"flop",
critical_path,r2r-start,"sp[0]$_DFFE_PN0P_",
critical_path,r2r_cells,5,
synthesis,synth_seq_share,47.6,%
critical_path,rrSetupSlack,0.12,ns
final_timing,skew,0.00573,ns
synthesis,postSynthCellCount,109,
global_route,grt-ovfl-total,0,
synthesis,syn_avg_cell_area,10.1,um^2
final_timing,layout_min_cycle_time,1.58,ns
synthesis,synth_top_cell_by_area,"dfrtp_1",
global_route,grt_max_degree,22,
routing,wl,2.03,mm
clock_tree,numCtsBuffers,3,
clock_tree,htree_num_levels,1,
critical_path,critPathBufInv,1,
die,coreArea,6350,um^2
synthesis,yosys-stat-cells,109,
synthesis,ys_ff,21,
worst_hold_path,min_path_type,"input port to asynchronous set/reset pin",
routing,vias,779,
critical_path,cp.depth,5,
routing,drc,0,
clock_tree,clk_path_buf_depth,2,
place,port_buffers,4,
place,dp_hpwl,1.39,mm
global_route,grt_use_total,4.26,%
synthesis,synth_area,1110,um^2
clock_tree,hold_buffers,0,
synthesis,synth_top_area_share,45.2,%
critical_path,critical_path.max_fanout,7,
synthesis,edf_count,0,
job,openroad.warnings,32,
synthesis,netlist_top_cells_count,"dfrtp_1 (20), nand2_1 (14), inv_1 (10)",
clock_tree,clkSinkCount,21,
synthesis,flop_cell,"dfrtp_1",
cells_and_area,area_delta_synth_final,18.2,%
routing,drt-initial-drc-count,46,
place,place_ws,0.135,ns
final_timing,rsz0062_at_grt,"false",
critical_path,worstSetupPathType,"flop to flop",
critical_path,worstPathCellList,"inv_1 -> ha_1 -> or3b_1 -> a21o_1 -> a21oi_1",
synthesis,ys_warn_count,401,
die,die_area,10200,um^2
pwr,p_total,0.000853,W
global_route,first_global_vias,769,
routing,vias_per_cell,4.02,
routing,n_antenna_cell,0,
synthesis,top_cell,"dfrtp_1",
critical_path,critPathRequiredTime,1.89,ns
die,num_rows,29,
final_timing,maxSlewViolCount,0,
synthesis,area_leaders,"dfrtp_1 (45%), ha_1 (7.9%), nand2_1 (4.8%), inv_1 (3.4%), dfstp_2 (2.4%)",
critical_path,slowest_stage,"or3b_1",
pwr,peakVddDrop,0.358,mV
## where the power goes
| group | internal [W] | leakage, nW | total [W] | switching [W] |
|---|---|---|---|---|
| Sequential | 0.000499 | 0.288 | 0.000499 | 0.000000000000000000464 |
| Clock | 0.000165 | 0.0217 | 0.000339 | 0.000173 |
| Combinational | 0.00000550 | 0.251 | 0.0000154 | 0.00000993 |
## flip-flops by register name (all words and copies together), names as in the netlist
| register | cells |
|---|---|
| out_bit_idx | 4 |
| sp | 4 |
| state | 4 |
| out_char_idx | 3 |
| cur_code1 | 1 |
| out_active | 1 |
| out_code | 1 |
| out_done | 1 |
| out_valid | 1 |
| start_valid | 1 |
## layer usage
| metal | global-route usage [%] | share of wire, % |
|---|---|---|
| met1 | 6.36 | 53 |
| met2 | 5.70 | 40 |
| met3 | 1.87 | 6.6 |
| met4 | 0.429 | 0.79 |
| met5 | 0 | 0 |
## cells in the final DEF (no fill, tap or decap), types with 2 or more instances in the layout
cell	synthesis	layout
nor2_1	6	6
o21a_1	2	2
o211ai_1	2	2
inv_1	10	10
clkbuf_8	0	3
nand3_1	5	5
ha_1	7	7
a21oi_1	4	4
clkdlybuf4s50_1	0	4
nand2_1	14	14
nor3_1	3	3
dfrtp_1	20	19
a41o_1	2	2
buf_4	0	4
o21ai_0	3	3
a31oi_1	3	3
a211oi_1	2	2
## cell families after synthesis
logic type,synth area share (%)
AND-OR/OR-AND,16.2
adder cells (fa/ha/maj),7.92
multiplexers,2.26
flip-flops,47.6
AND/OR/NAND/NOR,20.5
XOR/XNOR,0.792
buffers and inverters,4.75
## per-stage QoR
step | cells | utilization (%) | hold slack, ns | area [um^2]
2_1_floorplan | 109 | - | 0.0444 | 1110
3_3_place_gp | 190 | 19.8 | 0.461 | 1260
6_report | 194 | 20.6 | 0.414 | 1310
3_5_place_dp | 190 | 19.8 | 0.470 | 1260
5_1_grt | 194 | 20.6 | 0.454 | 1310
4_1_cts | 194 | 20.6 | 0.435 | 1310
## how the worst max path moves through the flow
stage,endpoint,from,slack (ns)
4_1_cts,out_char_idx[0]$_DFFE_PN0P_,out_bit_idx[0]$_DFFE_PN0N_,0.11
5_1_grt,out_char_idx[1]$_DFFE_PN0P_,out_bit_idx[0]$_DFFE_PN0N_,0.01
6_report,sp[0]$_DFFE_PN0P_,sp[0]$_DFFE_PN0P_,0.12
## final cells by class
class / instances / area (um^2)
Clock inverter: 1 / 7.51
Fill cell: 683 / 5040
Multi-Input combinational cell: 74 / 527
Tap cell: 77 / 96.3
Inverter: 10 / 37.5
Sequential cell: 21 / 528
Clock buffer: 3 / 41.3
Timing Repair Buffer: 8 / 70.1
No activity file was given, so power comes from the tool's default toggle rates.
