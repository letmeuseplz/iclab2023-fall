==> flow/config.mk <==
export PLATFORM = sky130hd
export DESIGN_NAME = MEDIAN9
export DESIGN_NICKNAME = MEDIAN9
export VERILOG_FILES = /design/flow/design.v
export SDC_FILE = /design/flow/constraint.sdc
export NUM_CORES = 4
export LEC_CHECK = 1
export CORE_UTILIZATION = 40
==> flow/design.v <==
module MEDIAN9 (
    input  [19:0] p0, p1, p2, p3, p4, p5, p6, p7, p8,
    output [19:0] median_val
);
    wire [19:0] min0, mid0, max0;
    wire [19:0] min1, mid1, max1;
    wire [19:0] min2, mid2, max2;
    SORT3 r0 (.d0(p0), .d1(p1), .d2(p2), .min_out(min0), .mid_out(mid0), .max_out(max0));
    SORT3 r1 (.d0(p3), .d1(p4), .d2(p5), .min_out(min1), .mid_out(mid1), .max_out(max1));
    SORT3 r2 (.d0(p6), .d1(p7), .d2(p8), .min_out(min2), .mid_out(mid2), .max_out(max2));
    wire [19:0] max_min_01 = (min0 > min1) ? min0 : min1;
    wire [19:0] max_min    = (max_min_01 > min2) ? max_min_01 : min2;
    wire [19:0] min_max_01 = (max0 < max1) ? max0 : max1;
    wire [19:0] min_max    = (min_max_01 < max2) ? min_max_01 : max2;
    wire [19:0] med_mid, dummy1, dummy2;
    SORT3 c_mid (.d0(mid0), .d1(mid1), .d2(mid2), .min_out(dummy1), .mid_out(med_mid), .max_out(dummy2));
    wire [19:0] dummy3, dummy4;
    SORT3 final_sort (.d0(max_min), .d1(med_mid), .d2(min_max), .min_out(dummy3), .mid_out(median_val), .max_out(dummy4));
endmodule
module SORT3 (
    input  [19:0] d0, d1, d2,
    output [19:0] min_out, mid_out, max_out
);
    wire [19:0] l1_min = (d0 < d1) ? d0 : d1;
    wire [19:0] l1_max = (d0 < d1) ? d1 : d0;
    assign min_out = (l1_min < d2) ? l1_min : d2;
    wire [19:0] l2_max = (l1_min < d2) ? d2 : l1_min;
    assign mid_out = (l1_max < l2_max) ? l1_max : l2_max;
    assign max_out = (l1_max < l2_max) ? l2_max : l1_max;
endmodule
==> flow/run.sh <==
#!/bin/bash
# OpenROAD 26Q1-2900-gdf79404cd8, Yosys 0.63+post, stock flow scripts
make -C /OpenROAD-flow-scripts/flow DESIGN_CONFIG=/design/flow/config.mk WORK_HOME=/design/flow/orfs finish
==> flow/constraint.sdc <==
current_design MEDIAN9

set clk_period 107.9
set clk_io_pct 0.2

create_clock -name clk0 -period $clk_period

set non_clock_inputs [all_inputs -no_clocks]
set_input_delay [expr $clk_period * $clk_io_pct] -clock clk0 $non_clock_inputs
set_output_delay [expr $clk_period * $clk_io_pct] -clock clk0 [all_outputs]
==> Changelog: implementation <==
### Implementation results

* Status: completed
* Syn. warnings at 0
* Final period util at 63.1%
* CP max FO at 64
* Die width at 204 µm
* Min Tclk post-route at 68.09 ns
* Worst-margin pin slew at 0.940 ns
* RePlAce Congestion at 1.03
* Share of layout cells above drive strength 1 at 6.99%
* Hold slack at 44.93 ns
* Vias in the first global route at 15902
* Max Cap Viol at 0
* Core area at 39900 µm²
* Crit path DRT at 86.32 ns
* Initial antenna violation count at 1
* Die height at 204 µm
* Post-Syn Area at 16300 µm²
* Synthesized instance count at 2369
* Post-synth area from yosys stat at 16300 µm²
* First-pass iteration count of the detailed router at 6
* Worst setup endpoint: median_val[3]
* WP depth at 115
* Area growth, synth to finish at 15.4%
* Data arrival, critical path at 46.51 ns
* Port bufs at 200
* Detail Route Antenna Nets at 0
* Fin. max-slew vios at 0
* Most common logic cell in the routed design: ha_1
* Setup bufs post-CTS at 0
* Row count at 73
* Crit path top cell by count: a21oi_1
* Flop count at 0
* Post-DP HPWL at 58000 µm
* Cell Type Count at 86
* Hold buffer count at cts at 0
* Detailed Route WL at 64400 µm
* Core Util at FP at 40.8%
* F_max at 14.7 MHz
* Vias at 17289
* Number of top-level pins at 200
* CP Launch Type: primary input
* DRT iter0 DRCs at 1294
* Final Setup Violations at 0
* Rel. slew slack at 37.3%
* Drt wl/cell at 21.3 µm
* Post_cts resized at 0
* Fin Setup TNS at 0 ns
* DIE AREA at 41500 µm²
* WS Path Type: primary input to output pin
* Grt ovf at 0
* Critical Path Start: p4[11]
* Slowest CP cell: o22ai_1
* # DRC at 0
* Worst Path Buf+Inv at 11
* Flop area at 0 µm²
* Pin count of the biggest net entering global routing at 65
* Slowest Stage Delay on Critical Path at 0.72 ns
* CP endpoint kind: output pin
* Final Hold Fails at 0
* First-pass GRT wire length at 95700 µm
* Post-synthesis sequential area ratio at 0%
* RSZ-0062 raised after global routing: no
* Yosys cell count at 2369
* GRT Overall Usage at 31.1%
* Drt via density at 5.71
* Avg Cell Area, Syn at 6.88 µm²
* Count of tool warnings at 32
* Delay-heaviest family, CP: AND-OR/OR-AND gates
* Clock buffer cells at 0
* Hold Crit Class: primary input to output pin
* Most frequent cells in the layout: ha_1, a21oi_1, inv_1, nor2_1, clkdlybuf4s50_1
[area by class of cell]
cell class	count	area (µm²)
tap	525	657
inverter	265	995
multi-input combinational	2011	14900
timing repair buffer	227	2200
antenna	1	2.50
fill	4070	21100
[how the worst min path moves through the flow]
| stage | to | cells past startpoint | slack [ns] | start |
|---|---|---|---|---|
| after CTS | median_val[15] | 8 | 44.94 | p8[15] |
| final | median_val[12] | 8 | 44.93 | p8[12] |
| after global routing | median_val[15] | 8 | 45.04 | p8[15] |
[cells by family after synthesis]
family | share of synthesized area, %
AOI/OAI and AO/OA | 27.6
and+or+nand+nor | 18.9
adders and majority gates | 27.6
buffers and inverters | 8.64
muxes | 17.1
xor gates and xnor gates | 0.161
[per-layer routing]
metal  wire (µm)  part of all wire, %  global-route usage (%)
met3        3710                  5.8                    2.24
met1       29400                   46                    43.3
met2       29700                   46                    52.2
met4        1640                  2.5                    6.58
met5           0                    0                       0
[cells in the mapped netlist, drive strengths merged, types with 3 or more instances]
cell / n / area, µm²
nor3: 19 / 106
nand2: 187 / 704
nand2b: 33 / 206
o211ai: 18 / 135
o221ai: 6 / 52.6
a31oi: 10 / 77.6
or4: 7 / 52.6
a221o: 3 / 30.0
buf: 27 / 165
nand4: 65 / 413
nor2: 233 / 875
nor2b: 30 / 188
a21boi: 4 / 33.8
clkbuf: 66 / 248
a21o: 123 / 923
a221oi: 5 / 50.0
nand3: 29 / 155
o21a: 16 / 120
and4: 12 / 105
o21bai: 5 / 37.5
a21oi: 276 / 1380
inv: 265 / 995
o311ai: 3 / 33.8
o22ai: 3 / 25.0
a2111oi: 3 / 26.3
o21ai: 198 / 1000
nor4: 6 / 43.8
o31ai: 7 / 52.6
mux2i: 150 / 1500
a31o: 3 / 26.3
a211o: 7 / 61.3
or2: 5 / 33.8
mux2: 109 / 1260
ha: 359 / 4490
and2: 7 / 43.8
nor3b: 3 / 22.5
a211oi: 19 / 160
and3: 12 / 85.1
[metrics by stage]
stage / setup WS, ns / instances / instance area (µm²) / utilization [%]
after detailed placement: 40.27 / 3028 / 18800 / 47.1
after CTS: 40.20 / 3028 / 18800 / 47.1
after global routing: 37.76 / 3029 / 18800 / 47.1
final: 39.81 / 3029 / 18800 / 47.1
after global placement: 40.69 / 3028 / 18800 / 47.1
after floorplan: 44.44 / 2369 / 16300 / -
